===== flow/run.sh =====
#!/bin/bash
# OpenROAD 26Q1-2900-gdf79404cd8, Yosys 0.63+post, stock flow scripts
make -C /OpenROAD-flow-scripts/flow DESIGN_CONFIG=/design/flow/config.mk WORK_HOME=/design/flow/orfs finish

===== flow/design.v =====
module digital_clock(
    input wire clk,              
    input wire reset,            
    output reg [7:0] an,         
    output reg [6:0] seg         
);
    parameter CLK_FREQ = 100000000;  
    reg [26:0] counter;          
    reg clk_1hz;                 
    reg [5:0] seconds;           
    reg [5:0] minutes;           
    reg [4:0] hours;             
    reg [2:0] digit_select;      
    reg [19:0] refresh_counter;  
    reg [3:0] digit_value;       
    initial begin
        counter = 0;
        clk_1hz = 0;
        seconds = 0;
        minutes = 0;
        hours = 0;
        digit_select = 0;
        refresh_counter = 0;
        an = 8'b11111111;
        seg = 7'b1111111;
    end
    always @(posedge clk or posedge reset) begin
        if (reset) begin
            counter <= 0;
            clk_1hz <= 0;
        end else begin
            if (counter == CLK_FREQ/2 - 1) begin
                counter <= 0;
                clk_1hz <= ~clk_1hz;
            end else begin
                counter <= counter + 1;
            end
        end
    end
    always @(posedge clk_1hz or posedge reset) begin
        if (reset) begin
            seconds <= 0;
            minutes <= 0;
            hours <= 0;
        end else begin
            seconds <= seconds + 1;
            if (seconds == 59) begin
                seconds <= 0;
                minutes <= minutes + 1;
                if (minutes == 59) begin
                    minutes <= 0;
                    hours <= hours + 1;
                    if (hours == 23) begin
                        hours <= 0;
                    end
                end
            end
        end
    end
    always @(posedge clk or posedge reset) begin
        if (reset)
            refresh_counter <= 0;
        else
            refresh_counter <= refresh_counter + 1;
    end
    always @(*) begin
        digit_select = refresh_counter[19:17];  
    end
    always @(*) begin
        digit_value = 4'b0000;
        an = 8'b11111111;  
        case(digit_select)
            3'b000: begin  
                digit_value = seconds % 10;
                an = 8'b11111110;
            end
            3'b001: begin  
                digit_value = seconds / 10;
                an = 8'b11111101;
            end
            3'b010: begin  
                digit_value = minutes % 10;
                an = 8'b11111011;
            end
            3'b011: begin  
                digit_value = minutes / 10;
                an = 8'b11110111;
            end
            3'b100: begin  
                digit_value = hours % 10;
                an = 8'b11101111;
            end
            3'b101: begin  
                digit_value = hours / 10;
                an = 8'b11011111;
            end
            default: begin
                digit_value = 0;
                an = 8'b11111111;
            end
        endcase
    end
    always @(*) begin
        case(digit_value)
            4'd0: seg = 7'b1000000;  
            4'd1: seg = 7'b1111001;  
            4'd2: seg = 7'b0100100;  
            4'd3: seg = 7'b0110000;  
            4'd4: seg = 7'b0011001;  
            4'd5: seg = 7'b0010010;  
            4'd6: seg = 7'b0000010;  
            4'd7: seg = 7'b1111000;  
            4'd8: seg = 7'b0000000;  
            4'd9: seg = 7'b0010000;  
            default: seg = 7'b1111111;  
        endcase
    end
endmodule

===== flow/constraint.sdc =====
current_design digital_clock

set clk_period 5.7
set clk_io_pct 0.2

create_clock -name clk0 -period $clk_period [get_ports {clk}]

set non_clock_inputs [all_inputs -no_clocks]
set_input_delay [expr $clk_period * $clk_io_pct] -clock clk0 $non_clock_inputs
set_output_delay [expr $clk_period * $clk_io_pct] -clock clk0 [all_outputs]

===== flow/config.mk =====
export PLATFORM = sky130hd
export DESIGN_NAME = digital_clock
export DESIGN_NICKNAME = digital_clock
export VERILOG_FILES = /design/flow/design.v
export SDC_FILE = /design/flow/constraint.sdc
export NUM_CORES = 4
export LEC_CHECK = 1
export CORE_UTILIZATION = 30

==> impl_metrics.env <==
# source this file to load flow results
export IMPL_fin_crit_sh_pct=96.3
export IMPL_synth_cell_type_count=82
export IMPL_common_cells="dfrtp_1 (65), nor2_1 (44), nand2_1 (37)"
export IMPL_cts_buffers=5
export IMPL_drtPass1Iterations=4
export IMPL_gp_congestion=0.919
export IMPL_areaGrowthSynthToFinish_pct=15.3
export IMPL_routed_wirelength_um=8830
export IMPL_peakVddDrop_uv=103
export IMPL_yosys_area_sq_mm=0.00444
export IMPL_unclocked_regs=17
export IMPL_fp_dieH_um=124
export IMPL_cts_tree="done"
export IMPL_crit_path_end_kind="primary output"
export IMPL_critPathMaxFanout=19
export IMPL_postSynthSeqShare_pct=36.7
export IMPL_hpwl_um=6450
export IMPL_finalCriticalPeriod_ns=5.49
export IMPL_core_area_sq_mm=0.0145
export IMPL_path_clk_slew_ns=0.06
export IMPL_ys_flop_type="dfrtp_1"
export IMPL_final_cell_count_no_fill=689
export IMPL_warnings=31
export IMPL_clock_latency_ns=0.28
export IMPL_root_buffer="clkbuf_16"
export IMPL_setup_violations=0
export IMPL_power_density_mw_per_mm2=131
export IMPL_slew_headroom_pct=56.3
export IMPL_synth_warnings=1
export IMPL_grt_pass1_wl_um=15000
export IMPL_grtUsageTotal_pct=12.3
export IMPL_startpoint_type="flip-flop"
export IMPL_max_cap_viol_count=0
export IMPL_hp_class="reg -> reg"
export IMPL_via_per_inst=5.07
export IMPL_leakage_uw=0.00223
export IMPL_yosysMostFrequentCell="dfrtp_1"
export IMPL_ys_cells=471
export IMPL_portBuffers=14
export IMPL_path_class="reg -> out"
export IMPL_dieArea_sq_mm=0.0153
export IMPL_ios=17
export IMPL_grt_pass1_vias=3162
export IMPL_postRouteAntennaNets=0
export IMPL_placed_cells=661
export IMPL_untimed_endpoints=17
export IMPL_area_leaders="dfrtp_1 (37%), xnor2_1 (5.7%), ha_1 (4.8%)"
export IMPL_status="complete, no violations"
export IMPL_cp_data_required_time_ns=4.56
export IMPL_fmax_mhz=182
export IMPL_die_w_um=124
export IMPL_synth_seq_cells=65
export IMPL_post_drt_wl_per_cell_um=12.8
export IMPL_max_slew_worst_pin_slew_ns=0.652
export IMPL_regArea_sq_mm=0.00163
export IMPL_async_flop_share_pct=100
export IMPL_antenna_found_initial=0
export IMPL_cts_max_path_buffers=2
export IMPL_clock_skew_ns=0.00696
export IMPL_yosys_area_top_type="dfrtp_1"
export IMPL_fin_ws_ns=0.209
export IMPL_first_iter_violations=193
export IMPL_final_hold_violation_count=0
export IMPL_avgSynthCellArea_sq_um=9.42
export IMPL_antenna_diode_count=0
export IMPL_edf_count=0
export IMPL_rows=44
export IMPL_top_cell_area_share_pct=36.7
export IMPL_fillers=1397
export IMPL_crit_arrival_ns=4.35
export IMPL_grt_overflow_total=0
export IMPL_layout_area_comb_sq_mm=0.00261
export IMPL_fp_util_pct=30.7
export IMPL_report_final_slew_viol_count=0
export IMPL_final_util_pct=35.3
export IMPL_vias=3494
export IMPL_ff2ff_setup_slack_ns=3.53
export IMPL_dp_slack_ns=0.253
export IMPL_netlist_area_sq_mm=0.00444
export IMPL_synthCells=471
export IMPL_drc_errors=0
export IMPL_drive_above_1_share_pct=18.4
export IMPL_htree_levels=2
export IMPL_grt_start_max_net_pins=51
placed cells by master (no fill, tap or decap), drive strengths merged, types with 6 or more instances in the layout:
master         count
a21oi             16
and3               9
buf               31
clkbuf             7
clkdlybuf4s50     14
dfrtp             65
ha                17
inv               22
nand2             37
nand2b             6
nand3             35
nand4              9
nor2              48
nor3               6
nor3b              6
o211ai             6
o21a               8
o21ai             21
xnor2             29
xor2              22
critical path: stages, from the launching register on:
cell             delay [ns]
dfrtp_2                0.44
buf_8                  0.17
mux2i_2                0.17
o21a_1                 0.21
ha_1                   0.21
inv_1                  0.06
o211ai_1               0.11
ha_1                   0.33
and3b_1                0.22
o221ai_1               0.13
o311a_4                0.19
buf_4                  0.15
a21oi_2                0.13
and2_4                 0.17
a41oi_2                0.12
o311ai_4               0.14
buf_12                 0.16
inv_1                  0.05
ha_1                   0.32
a21oi_1                0.13
clkdlybuf4s50_1        0.48
kinds of logic (layout without fill, tap and decap cells):
group	count (synthesis)	after routing	share of synthesized area [%]
adders and majority gates	17	17	4.79
and+or+nand+nor	179	179	20.6
buffers and inverters	43	76	5.67
muxes	8	8	2.00
other	1	2	0.0845
xor gates and xnor gates	51	51	10.1
DFF	65	65	36.7
AOI/OAI and AO/OA	107	107	20.2
final cells by class:
cell class | instances | area share [%]
Clock inverter | 2 | 0.685
Timing Repair Buffer | 46 | 7.78
Tap cell | 184 | 4.50
Clock buffer | 6 | 2.52
Inverter | 22 | 1.61
Multi-Input combinational cell | 364 | 51.1
Sequential cell | 65 | 31.9
timing repair:
item | in CTS | in global routing
gates resized | 3 | 11
setup buffers | 1 | 19
pin swaps | 1 | 6
endpoints found under the setup margin | 1 | 7
hold buffers | 0 | 0
cloned | 0 | 0
stage by stage:
step / setup TNS (ns) / hold slack, ns / cell area [sq um] / total power, uW
6_report: 0 / 0.468 / 5120 / 672
5_1_grt: -0.110 / 0.490 / 5120 / 698
4_1_cts: 0 / 0.473 / 4920 / 683
3_5_place_dp: 0 / 0.465 / 4740 / 357
3_3_place_gp: 0 / 0.452 / 4740 / 357
2_1_floorplan: 0 / 0.437 / 4440 / 355
registers in the layout, indices dropped and copies added (netlist names):
| register | flops |
|---|---|
| counter | 27 |
| minutes | 6 |
| refresh_counter | 20 |
| hours | 5 |
| seconds | 6 |
| clk_1hz | 1 |
per-layer routing:
metal	global-route usage, %	share of wire (%)	vias to the layer above
li1	-	-	1754
met1	20.2	51	1667
met2	18.7	45	70
met3	1.12	3.9	3
met4	0.527	0.20	0
met5	0	0	-
worst paths after layout:
check | startpoint | to | depth (start not counted)
min in group asynchronous | reset | counter[21] | 2
worst max register to register | counter[0] | counter[24] | 8
worst max-delay path | refresh_counter[19] | seg[1] | 20
worst min register to register | refresh_counter[16] | refresh_counter[16] | 1
max in group asynchronous | reset | refresh_counter[17] | 3
worst min-delay path | refresh_counter[16] | refresh_counter[16] | 1
power breakdown:
part / switching [uW] / internal, uW
Clock: 116 / 206
Combinational: 8.54 / 1.10
Sequential: 0 / 341
Power and IR drop assume default switching activity.
